--- flow/design.v ---
`timescale 1ns / 1ns
module counter2(clk, lower, higher, done, reset_countdown);
	input clk;  
	output [6:0] lower, higher;
	output done;
	input reset_countdown;
	set s(.clock(clk),
	.sig(2'b01),
	.clear_b(reset_countdown),
	.parload(1'b0),
	.H0(lower),
	.H1(higher),
	.q(done)
	);
endmodule
module set(
	input clock,
	input [1:0] sig,
	input clear_b,
	input parload,
	output [6:0] H0,
	output [6:0] H1,
	output reg q);
	reg [28:0] rate100, rate050, rate025;
	wire [28:0] load100, load050, load025;
	wire clock100, clock050, clock025;
	assign load100 = 28'd49999999;  
	assign load050 = 28'd99999999;  
	assign load025 = 28'd199999999;  
	always @(posedge clock)  
	begin
		if (parload == 1'b1)
			begin
			rate100  <= load100;  
			rate050  <= load050;
			rate025  <= load025;
			end
		else if (rate100 == 0)
			rate100  <= load100;
		else if (rate050 == 0)
			rate050  <= load050;
		else if (rate025 == 0)
			rate025  <= load025;
		else
		begin
			rate100 <= rate100 - 1'd1;
			rate050 <= rate050 - 1'd1;
			rate025 <= rate025 - 1'd1;
		end
	end
	assign clock100 = (rate100 == 0) ? 1 : 0;
	assign clock050 = (rate050 == 0) ? 1 : 0;
	assign clock025 = (rate025 == 0) ? 1 : 0;
	reg enable;
	wire [1:0] s;
	assign s[1:0] = sig[1:0];
	always @(*)
	begin
		case(s[1:0])
			2'b00: enable = clock;  
			2'b01: enable = clock100;
			2'b10: enable = clock050;
			2'b11: enable = clock025;
			default: enable = 0;
		endcase
	end
	reg [7:0] out;
	wire [7:0] bits;
	always @(posedge clock)  
	begin
		if (clear_b == 1'b1)  
			out <= 8'b01100000;
			q <= 0;
		if(enable == 1'b1 && q == 0)
			out <= out - 1'b1;
		if(out[3:0] == 4'b1111)
			out <= out - 6;
		if(out == 8'b0000000)
			q <= 1;
	end
	assign bits = out;
	segments segs0(.x(bits[3:0]), .z(H0[6:0]));
	segments segs1(.x(bits[7:4]), .z(H1[6:0]));
endmodule
module segments(input  [3:0]x,
    			output reg [6:0]z);
always @*
case (x)
4'b0000 :      	 
z = 7'b1000000;
4'b0001 :    		 
z = 7'b1111001;
4'b0010 :  		 
z = 7'b0100100 ;
4'b0011 : 		 
z = 7'b0110000 ;
4'b0100 :		 
z = 7'b0011001 ;
4'b0101 :		 
z = 7'b0010010 ;
4'b0110 :		 
z = 7'b0000010 ;
4'b0111 :		 
z = 7'b1111000;
4'b1000 :     		  
z = 7'b0000000;
4'b1001 :    		 
z = 7'b0010000 ;
endcase
endmodule
--- flow/run.sh ---
#!/bin/bash
# OpenROAD 26Q1-2900-gdf79404cd8, Yosys 0.63+post, stock flow scripts
make -C /OpenROAD-flow-scripts/flow DESIGN_CONFIG=/design/flow/config.mk WORK_HOME=/design/flow/orfs finish
--- flow/config.mk ---
export PLATFORM = sky130hd
export DESIGN_NAME = counter2
export DESIGN_NICKNAME = counter2
export VERILOG_FILES = /design/flow/design.v
export SDC_FILE = /design/flow/constraint.sdc
export NUM_CORES = 4
export LEC_CHECK = 1
export CORE_UTILIZATION = 30
--- flow/constraint.sdc ---
current_design counter2

set clk_period 10.3
set clk_io_pct 0.2

create_clock -name clk0 -period $clk_period [get_ports {clk}]

set non_clock_inputs [all_inputs -no_clocks]
set_input_delay [expr $clk_period * $clk_io_pct] -clock clk0 $non_clock_inputs
set_output_delay [expr $clk_period * $clk_io_pct] -clock clk0 [all_outputs]
==> results_slide.txt <==
Key Metrics from the Run

Critical path
  – CP Launch Type: flop
  – Setup crit end kind: output port
  – Worst R2R Start: s.rate025[22]
  – Crit path buf inv count: 1
  – Top Family by Delay on Critical Path: buffers and inverters
  – CP Cell Sequence: clkdlybuf4s50_1
  – Worst Path Required: between 8 and 9 ns
  – CP arrival: between 1 and 1.5 ns
  – Slowest cell on crit path: clkdlybuf4s50_1
  – WS Path Type: reg2out
  – CP max FO: 8
  – Worst Setup SP: s.q
  – Worst stage delay on the critical path: between 0.5 and 0.6 ns

Power and ir drop
  – PwrDens: between 100 and 150 nW/um2
  – Peak supply drop: about 0.067 mV
  – Pleak: 2.39 nW

Synth
  – Mean post-synth cell area: ~9.8 um2
  – Mapped Area: around 5700 um2
  – Yosys reg bits: around 110
  – Flip-flops with a built-in enable: roughly 66
  – Cells in synth_stat.txt: about 590
  – Yosys stat area: ~5700 um2
  – Dominant Register Cell: edfxtp_1
  – FFs w/ async S/R, synth: 0%
  – Synth warnings: 2
  – Cell Type Count: about 58
  – Mapped Cells: ~600

STA
  – Period Utilization, post-route: roughly a third
  – F_max: 296 MHz
  – Crit path time final: ~3.4 ns
  – Final Hold Violation Tally: 0
  – Clock Skew: 0.00910 ns
  – Pins Over Slew Limit: 0
  – Worst slew pin tran: between 0.9 and 1 ns
  – Slew headroom: between 30% and 40%
  – Register pins left without a clock: 14
  – RSZ-0062 raised after global routing: false
  – Number of unconstrained endpoints: 28
  – Setup tns final: 0 ns
  – Final setup vio count: 0
  – Final Worst Setup Slack: between 6 and 7 ns

Run status
  – Status: finished clean

Placement
  – Post-DP HPWL: ~7000 um
  – Dpl ws: 7.00 ns
  – Port Buffers: 16
  – GP Congestion: approximately 0.8

Final layout
  – Register area: 2790 um2
  – Top Layout Cells: 76 x nor2_1, 66 x edfxtp_1, 47 x nand2_1
  – Fillers: 1846
  – Layout overhead on the synthesized area: 11.4%
  – Share of cells above drive strength 1: just over 9%
  – MI comb area: between 2000 and 3000 um2
  – Most used logic cell in the final layout: nor2_1

Detailed routing
  – Antenna Cells: 0
  – Initial drt markers: 223
  – WL/cell: approximately 13 um
  – 1st-pass router iterations: 6
  – Vias: 4146
  – Vias/cell: between 4 and 5
  – WL final: around 11000 um
  – M1 wire length: 5570 um
  – Final ANT Viol Nets: 0
  – Met2 Routed Length: around 4400 um
  – DR DRC count: 0
  – Max layer used: met4
  – WL met3: 339 um

Clock tree
  – Post-CTS Setup Inserts: 0
  – CTS clk-pin slew, worst paths: ~0.07 ns
  – Skew-Pair Late Insertion Delay: approximately 0.34 ns
  – Clock buffer count from CTS: 9
  – Hold-fix buffers, CTS: 0
  – CTS H-Tree Depth: 3
  – Post-cts sizing count: 0
  – TritonCTS clock tree: built
  – Clk root buf: clkbuf_16
  – Clock Tree Buf Depth: 2

Hold path
  – Tightest Hold Check Type: reg2reg
  – Hold path start: s.rate100[13]

Run
  – Max_cap viols: 0
  – Tool warnings: 33

GRT
  – Vias in the first global route: 3712
  – Total grt overflow: 0
  – Tot GR Track Use: between 10% and 20%
  – First-pass GRT wire length: around 18000 um
  – Largest net degree at the start of global routing: 41
  – Initial antenna violation count: 0

Floorplan
  – Row count: around 50
  – Core footprint: between 15000 and 20000 um2
  – Die height: about 140 um
  – Die ar.: just under 20000 um2
  – Die X: ~140 um
  – IO Count: 17
  – Floorplan utilization: approximately 30%
==> per-stage QoR <==
| step | std cells | utilization [%] | hold WS [ns] | area [um2] | power [mW] |
|---|---|---|---|---|---|
| detailed placement | 814 | 32.7 | 0.451 | 6120 | 0.637 |
| global route | 830 | 34.1 | 0.488 | 6380 | 0.977 |
| floorplan | 585 | - | 0.435 | 5730 | 0.590 |
| CTS | 830 | 34.1 | 0.463 | 6380 | 0.943 |
| global placement | 814 | 32.7 | 0.450 | 6120 | 0.637 |
| finish | 830 | 34.1 | 0.466 | 6380 | 0.932 |
==> synth_stat cells, drive strengths merged, types with 2 or more instances <==
library cell / count / area (um2)
or2: 6 / 37.5
xor2: 26 / 228
ha: 13 / 163
or3b: 2 / 17.5
dlxtn: 14 / 210
nor2: 77 / 289
buf: 16 / 93.8
or4: 15 / 124
nand2b: 2 / 12.5
nand3: 30 / 150
mux2i: 16 / 160
nand4b: 6 / 52.6
or4b: 4 / 43.8
o21ai: 15 / 75.1
edfxtp: 66 / 1980
a211oi: 3 / 22.5
clkbuf: 14 / 52.6
o31ai: 5 / 37.5
and2: 3 / 18.8
mux2: 10 / 113
nor2b: 2 / 12.5
xnor2: 19 / 166
nand3b: 3 / 22.5
dfxtp: 30 / 601
nor3b: 2 / 15.0
nor3: 26 / 130
o41ai: 2 / 17.5
nand2: 47 / 176
a21oi: 14 / 73.8
nor4: 31 / 213
and3: 7 / 43.8
or3: 16 / 100
inv: 15 / 56.3
nand4: 12 / 75.1
==> registers in the layout, summed over array words and instances, names as in the netlist <==
name,flops
s.segs0.z,7
s.out,8
s.rate050,29
s.rate100,29
s.q,1
s.segs1.z,7
s.rate025,29
==> worst paths after layout <==
kind | slack [ns] | cells after the start | endpoint
setup / recovery | 6.92 | 1 | done
hold / removal | 0.47 | 1 | s.rate100[13]
setup reg to reg | 7.10 | 6 | s.rate100[10]
hold reg to reg | 0.47 | 1 | s.rate100[13]
==> metal layers <==
metal | global-route usage, % | up-vias
met5 | 0 | -
met4 | 1.56 | 0
met3 | 1.95 | 12
met2 | 16.4 | 57
met1 | 18.7 | 1925
li1 | - | 2152
==> where the power goes <==
part	leakage [nW]	switching [mW]	internal, mW	total (mW)
combinational	1.15	0.0629	0.0679	0.131
sequential	1.12	0.0355	0.462	0.498
clock	0.126	0.141	0.163	0.303
total	2.39	0.239	0.693	0.932
==> layout make-up <==
type	instances	area share [%]
Multi-Input combinational cell	430	43.1
Sequential cell	110	43.8
Clock inverter	4	0.353
Inverter	15	0.882
Clock buffer	12	3.71
Tap cell	234	4.59
Timing Repair Buffer	25	3.57
==> kinds of logic after synthesis <==
family | after synthesis | synth area share, %
compound gates | 50 | 5.64
xor+xnor | 45 | 6.88
fa+ha+maj | 14 | 3.01
buf+inv | 45 | 3.54
flops | 96 | 45.1
latches | 14 | 3.67
mux | 26 | 4.76
simple gates | 295 | 27.4
Power figures rest on the tool's default switching activity, not on a simulated workload.
